<file path="flow/constraint.sdc">
current_design uart2_rx

set clk_period 2.9
set clk_io_pct 0.2

create_clock -name clk0 -period $clk_period [get_ports {clock}]

set non_clock_inputs [all_inputs -no_clocks]
set_input_delay [expr $clk_period * $clk_io_pct] -clock clk0 $non_clock_inputs
set_output_delay [expr $clk_period * $clk_io_pct] -clock clk0 [all_outputs]
</file>
<file path="flow/config.mk">
export PLATFORM = sky130hd
export DESIGN_NAME = uart2_rx
export DESIGN_NICKNAME = uart2_rx
export VERILOG_FILES = /design/flow/design.v
export SDC_FILE = /design/flow/constraint.sdc
export NUM_CORES = 4
export LEC_CHECK = 1
export CORE_AREA = 10 10 98 98
export DIE_AREA = 0 0 108 108
export SYNTH_HDL_FRONTEND = slang
</file>
<file path="flow/run.sh">
#!/bin/bash
# OpenROAD 26Q1-2900-gdf79404cd8, Yosys 0.63+post, stock flow scripts
make -C /OpenROAD-flow-scripts/flow DESIGN_CONFIG=/design/flow/config.mk WORK_HOME=/design/flow/orfs finish
</file>
<file path="flow/design.v">
`timescale 1ns / 1ps
package uart2_pkgs;
    typedef enum logic [1:0] 
    { 
        IDLE_STATE,
        START_STATE,
        MOVE_DATA_STATE,
        STOP_STATE        
    } state_encoding;
endpackage
package fsm_pkgs;
    typedef enum logic [1:0] 
    {  
        IDLE_STATE,
        COLLECT_STATE,
        OUTPUT_STATE
    } fsm_8to64_state_encoding;
    typedef enum logic [1:0] 
    {  
        IDLE,
        MOVE,
        DONE
    } fsm_64to8_state_encoding;
endpackage
`timescale 1ns / 1ps
module uart2_rx import uart2_pkgs::*;
    #(
        parameter CPB = 868,  
        parameter half_CPB = 434     
    )
    (
    input logic rx_in, clock, reset,
    output logic [7:0] rx_out,
    output logic rx_done
    );
    state_encoding current_state, next_state;
    logic [3:0] current_bit_count, next_bit_count;
    logic [10:0] current_sampling_count, next_sampling_count;
    logic [7:0] current_rx_reg_val, next_rx_reg_val;
    logic rx_done_current, rx_done_next;
    always_ff @(posedge clock, negedge reset) begin : Current_State_Block
        if (!reset)
            current_state <= IDLE_STATE;
        else
            current_state <= next_state;
    end
    always_ff @(posedge clock, negedge reset) begin
        if (!reset)begin
            current_bit_count <= '0;
            current_sampling_count <= '0;
            current_rx_reg_val <= '0;
            rx_done_current <= '0;
        end
        else begin
            current_bit_count <= next_bit_count;
            current_sampling_count <= next_sampling_count;
            current_rx_reg_val <= next_rx_reg_val;
            rx_done_current <= rx_done_next;
        end
    end
    always_comb begin : Nex_State_Logic
        case (current_state)
            IDLE_STATE      :   begin
                                    rx_done_next = '0;
                                    next_bit_count = '0;
                                    next_sampling_count = '0;
                                    next_rx_reg_val = '0;
                                    if (!rx_in) begin
                                        next_state = START_STATE;
                                    end
                                    else begin
                                        next_state = current_state;
                                    end
                                end 
            START_STATE     :   begin
                                    rx_done_next = '0;
                                    next_bit_count = '0;
                                    next_rx_reg_val = 'X;
                                    if (current_sampling_count == half_CPB && !rx_in) begin
                                        next_state = MOVE_DATA_STATE;
                                        next_sampling_count = '0;
                                    end
                                    else begin
                                        next_state = current_state;
                                        next_sampling_count = current_sampling_count + 1;
                                    end
                                end
            MOVE_DATA_STATE :   begin
                                    rx_done_next = '0;
                                    if (current_bit_count == 7 && current_sampling_count == CPB) begin
                                        next_state = STOP_STATE;
                                        next_bit_count = '0;
                                        next_sampling_count = '0;
                                        next_rx_reg_val = {rx_in, current_rx_reg_val[7:1]};
                                    end
                                    else begin
                                        next_state = current_state;
                                        if (current_sampling_count == CPB) begin
                                            next_bit_count = current_bit_count + 1;
                                            next_sampling_count = '0;
                                            next_rx_reg_val = {rx_in, current_rx_reg_val[7:1]};
                                        end
                                        else begin
                                            next_bit_count = current_bit_count;
                                            next_sampling_count = current_sampling_count + 1;
                                            next_rx_reg_val = current_rx_reg_val;
                                        end
                                    end
                                end
            STOP_STATE      :   begin
                                    next_rx_reg_val = current_rx_reg_val;                                        
                                    next_bit_count = '0;                                        
                                    if (current_sampling_count == CPB + half_CPB-1) begin
                                        next_state = IDLE_STATE;
                                        rx_done_next = '1;
                                        next_sampling_count = 0;
                                    end
                                    else begin
                                        next_state = current_state;
                                        next_sampling_count = current_sampling_count + 1;
                                        rx_done_next = '0;
                                    end
                                end
            default         :   begin
                                    rx_done_next = '0;
                                    next_state = IDLE_STATE;
                                    next_bit_count = '0;
                                    next_sampling_count = '0;
                                    next_rx_reg_val = '0;
                                end
        endcase
    end
    assign rx_out = current_rx_reg_val;
    assign rx_done = rx_done_current;
endmodule
</file>
==> reports/metrics.cfg <==
[cts]
ctsResizeCount = 0
path_clk_slew_ns = 0.10
clk_latency_ns = 0.27
cts_setup_buffers = 0
root_buffer = clkbuf_8
holdBufCountCts = 0
cts.sinks = 28
tritoncts = done
numCtsBuffers = 3
cts_buffer_depth = 2
cts_max_level = 1

[critical_path]
r2r_cells = 6
worstPathCellList = inv_1, ha_1, or4b_4, o31a_1, or2_0, o31ai_2
critPathMaxStageDelay_ns = 0.46
worstReg2RegEnd = rx_out[7]
worstSetupPathType = reg2reg
startpoint_type = flip-flop
crit_family = simple AND/OR/NAND/NOR gates
rrSetupSlack_ns = 0.59
crit_path_top_delay_cell = or4b_4
critPathRequiredTime_ns = 3.09
r2r-start = current_sampling_count[0]
worstPathArrival_ns = 2.49
cp-startpoint = current_sampling_count[0]
end_kind = flip-flop
cp-endpoint = rx_out[7]
critPathBufInv = 1
critPathMaxFanout = 16
worst-path-stages = 6

[drt]
wl_um = 2562
num_antenna_cells = 0
wl_per_cell_um = 10.21
drc = 0
drtIter0Drc = 53
first_pass_iters = 4
vias = 1004
via_per_inst = 4.000
ant_nets = 0

[final_timing]
fmax_mhz = 433.0
slew_headroom = 0.6615
slew_viol_final = 0
worst_clock_skew_ns = 0.002810
whs_ns = 0.4981
finalSetupTns_ns = 0
finalCriticalPeriod_ns = 2.309
period_used_share = 0.7963
rsz0062_at_grt = false
tightest_slew_ns = 0.5077
setup_viol = 0
finalHoldViolations = 0

[finish]
n_fill_cell = 822
drive_above_1_share = 0.08725
utilization = 0.2184
area_delta_synth_final_pct = 19.73

[outcome]
outcome = finished, final reports clean

[synthesis]
ys_seq_frac = 0.5031
postSynth.asyncResetShare = 1.000
edf_count = 0
ys_seq_elements = 28
synth.cellmix.simpleShare = 0.2143
synthCells = 138
synth_cell_types = 38
fa_ha_area_frac = 0.04484
ys_sh_aoi = 0.1390
synth.logic.top_family = simple AND/OR/NAND/NOR gates
synth-main-ff-cell = dfrtp_1
synth-area-yosys_mm2 = 0.001395
syn_avg_cell_area_um2 = 10.11
yosysWarnings = 0
synth_area_mm2 = 0.001395
mux_share = 0
synth_stat.cells = 138
synth_xor_xnor_area_share = 0.05650

[min_path]
min_path_type = reg2reg

[power]
leakagePower_uw = 0.0006683
p_total_uw = 643.4
p_per_area_mw_per_mm2 = 385.2
vdd_drop_max_mv = 0.1962

[place]
gp_congestion = 0.8115
io_buffers = 11
post-dp-hpwl_um = 1869

[die]
std_cell_rows = 32
core_area_mm2 = 0.007647
io_pins = 12
die_y_um = 108
die_area_mm2 = 0.01166
die_w_um = 108
fp-utilization = 0.1824

[global_routing]
grt_pass1_wl_um = 4498
grt_max_degree = 29
grt_pass1_vias = 965
track_usage = 0.04601
grt_overflow = 0
antenna_found_initial = 0

[run]
maxCapViolCount = 0
openroad.warnings = 28

-- layout make-up --
type / instances / area, um2 / share of cell area
flip-flops and latches: 28 / 701.9 / 0.4202
multi-input cells: 97 / 634.4 / 0.3798
well taps: 102 / 127.6 / 0.07640
repair buffers: 13 / 125.1 / 0.07491
clock buffers: 4 / 55.05 / 0.03296
inverters: 7 / 26.28 / 0.01573
-- worst min-delay path by stage --
stage	from	endpoint	slack, ns	cells past startpoint
finish	current_bit_count[3]	current_bit_count[3]	0.50	1
global route	current_bit_count[3]	current_bit_count[3]	0.54	1
CTS	current_bit_count[3]	current_bit_count[3]	0.50	1
-- cells by family (layout without fill, tap and decap cells) --
kind of cell | count (synthesis) | count (layout)
AOI/OAI and AO/OA | 29 | 29
xor gates and xnor gates | 9 | 9
adders and majority gates | 5 | 5
buffers and inverters | 13 | 24
DFF | 28 | 28
and+or+nand+nor | 54 | 54
-- flip-flops by register name, summed over array words and instances (netlist names) --
signal / cells
current_bit_count: 4
current_state: 4
current_sampling_count: 11
rx_done: 1
rx_out: 8
-- metal layers --
metal  share of wire  track usage
met1            0.50      0.06349
met3           0.059      0.01506
met5               0            0
met4           0.013     0.006679
met2            0.42      0.07069
-- synthesized netlist by cell type, types with 2 or more instances --
library cell	instances	area share
buf_2	2	0.0072
dfrtp_1	27	0.48
o21ai_0	10	0.036
nand2b_1	4	0.018
nor4_1	2	0.0090
ha_1	5	0.045
inv_1	7	0.019
nand4_1	2	0.0090
clkbuf_1	3	0.0081
a21o_1	2	0.011
xor2_1	5	0.031
nor3_1	2	0.0072
nand4bb_1	3	0.024
nand2_1	14	0.038
nand3_1	4	0.014
nor2_1	13	0.035
xnor2_1	4	0.025
o21ai_1	9	0.032
-- worst register-to-register path: stages (launching register included) --
cell	delay (ns)
dfrtp_1	0.45
inv_1	0.11
ha_1	0.13
or4b_4	0.46
o31a_1	0.42
or2_0	0.41
o31ai_2	0.23
-- cells in the final DEF, fill, tap and decap left out, types with 2 or more instances in the layout --
master / n
dfrtp_1: 27
nand2_1: 14
nor2_1: 13
clkdlybuf4s50_1: 11
o21ai_0: 10
o21ai_1: 9
inv_1: 7
xor2_1: 5
ha_1: 5
nand2b_1: 4
xnor2_1: 4
nand3_1: 4
clkbuf_8: 4
nand4bb_1: 3
nand4_1: 2
nor4_1: 2
nor3_1: 2
a21o_1: 2
buf_4: 2
-- power breakdown --
group	internal (uW)	leakage (uW)	switching, uW	total [uW]
clock network	121	0.0000288	120	241
registers	390	0.000367	0	390
logic	3.58	0.000272	8.47	12.0
total	515	0.000668	128	643
-- stage by stage --
stage	instance area [um2]	setup slack [ns]	instances
floorplan	1395	0.9271	138
global placement	1615	0.5599	247
detailed placement	1615	0.5511	247
CTS	1670	0.5962	251
global route	1670	0.4865	251
finish	1670	0.5908	251
Power figures rest on the tool's default switching activity, not on a simulated workload.
