### /design/flow/config.mk
export PLATFORM = sky130hd
export DESIGN_NAME = uart2_tx
export DESIGN_NICKNAME = uart2_tx
export VERILOG_FILES = /design/flow/design.v
export SDC_FILE = /design/flow/constraint.sdc
export NUM_CORES = 4
export LEC_CHECK = 1
export CORE_AREA = 10 10 98 98
export DIE_AREA = 0 0 108 108
export SYNTH_HDL_FRONTEND = slang
### /design/flow/run.sh
#!/bin/bash
# OpenROAD 26Q1-2900-gdf79404cd8, Yosys 0.63+post, stock flow scripts
make -C /OpenROAD-flow-scripts/flow DESIGN_CONFIG=/design/flow/config.mk WORK_HOME=/design/flow/orfs finish
### /design/flow/design.v
`timescale 1ns / 1ps
package uart2_pkgs;
    typedef enum logic [1:0] 
    { 
        IDLE_STATE,
        START_STATE,
        MOVE_DATA_STATE,
        STOP_STATE        
    } state_encoding;
endpackage
package fsm_pkgs;
    typedef enum logic [1:0] 
    {  
        IDLE_STATE,
        COLLECT_STATE,
        OUTPUT_STATE
    } fsm_8to64_state_encoding;
    typedef enum logic [1:0] 
    {  
        IDLE,
        MOVE,
        DONE
    } fsm_64to8_state_encoding;
endpackage
`timescale 1ns / 1ps
module uart2_tx import uart2_pkgs::*; 
    #(
        parameter CPB = 868,  
        parameter half_CPB = 434     
    )
    (
        input logic [7:0] tx_in,
        input logic tx_start, clock, reset,
        output logic tx_out, tx_done
    );
    state_encoding current_state, next_state;
    logic [10:0] current_sampling_count, next_sampling_count;
    logic [3:0] current_bit_count, next_bit_count;
    logic [7:0] current_tx_reg_val, next_tx_reg_val;
    logic current_tx_out, next_tx_out;
    logic tx_done_current, tx_done_next;
    always_ff @( posedge clock, negedge reset ) begin : Current_State_Block
        if (!reset)
            current_state <= IDLE_STATE;
        else
            current_state <= next_state;
    end
    always_ff @( posedge clock, negedge reset ) begin
        if (!reset) begin
            current_sampling_count <= '0;
            current_bit_count <= '0;
            current_tx_reg_val <= '0;
            current_tx_out <= '1;
            tx_done_current <= '0;
        end
        else begin
            current_sampling_count <= next_sampling_count;
            current_bit_count <= next_bit_count;
            current_tx_reg_val <= next_tx_reg_val;
            current_tx_out <= next_tx_out;
            tx_done_current <= tx_done_next;
        end
    end
    always_comb begin : Next_State_Logic
       case (current_state)
        IDLE_STATE      :   begin
                                next_tx_out = '1;
                                tx_done_next = '0;
                                next_bit_count = '0;
                                next_sampling_count = '0;
                                next_tx_reg_val = tx_in;
                                if (tx_start) begin
                                    next_state = START_STATE;
                                    next_bit_count = 3'b001;   
                                end 
                                else begin
                                    next_state = IDLE_STATE;
                                end 
                            end 
        START_STATE     :   begin
                                next_tx_out = '0;
                                tx_done_next = '0;
                                next_tx_reg_val = current_tx_reg_val;
                                next_bit_count = current_bit_count;
                                if (current_sampling_count == CPB) begin
                                    next_state          = MOVE_DATA_STATE;
                                    next_sampling_count = 0;
                                    next_tx_out         = current_tx_reg_val[0];
                                end
                                else begin
                                    next_state = START_STATE;
                                    next_sampling_count = current_sampling_count + 1;
                                end
                            end 
        MOVE_DATA_STATE :   begin
                                tx_done_next = '0;
                                if (current_bit_count == 8 && current_sampling_count == CPB)  begin
                                    next_state = STOP_STATE;
                                    next_bit_count = '0;
                                    next_sampling_count = '0;
                                    next_tx_reg_val = '0;
                                    next_tx_out = '1;
                                end
                                else begin
                                    next_state = MOVE_DATA_STATE;
                                    if (current_sampling_count == CPB) begin
                                        next_bit_count = current_bit_count + 1;
                                        next_sampling_count = '0;
                                        next_tx_out = current_tx_reg_val[current_bit_count];
                                        next_tx_reg_val = current_tx_reg_val;
                                    end
                                    else begin
                                        next_bit_count = current_bit_count;
                                        next_sampling_count = current_sampling_count + 1;
                                        next_tx_out = current_tx_out;
                                        next_tx_reg_val = current_tx_reg_val;
                                    end
                                end            
                            end
        STOP_STATE      :   begin
                                next_tx_reg_val = current_tx_reg_val;
                                next_tx_out = '1;
                                if (current_sampling_count == CPB) begin
                                    tx_done_next = '1;    
                                    next_state = IDLE_STATE;
                                    next_sampling_count = '0;
                                    next_bit_count = '0;
                                end
                                else begin
                                    tx_done_next = '0;
                                    next_state = STOP_STATE;
                                    next_sampling_count = current_sampling_count + 1;
                                    next_bit_count = current_bit_count;
                                end            
                            end
        default         :   begin
                                next_state = IDLE_STATE;
                                tx_done_next = '0;
                                next_sampling_count = '0;
                                next_bit_count = '0;
                                next_tx_reg_val = '0;
                                next_tx_out = '1;
                            end
       endcase 
    end
    assign tx_out = current_tx_out;
    assign tx_done = tx_done_current;
endmodule
### /design/flow/constraint.sdc
current_design uart2_tx

set clk_period 3.5
set clk_io_pct 0.2

create_clock -name clk0 -period $clk_period [get_ports {clock}]

set non_clock_inputs [all_inputs -no_clocks]
set_input_delay [expr $clk_period * $clk_io_pct] -clock clk0 $non_clock_inputs
set_output_delay [expr $clk_period * $clk_io_pct] -clock clk0 [all_outputs]
==> report_table.html <==
<h3>Flow metrics</h3>
<table>
<tr><th>Metric</th><th>Value</th></tr>
<tr><th colspan="2">Run status</th></tr>
<tr><td>Run status</td><td>completed</td></tr>
<tr><th colspan="2">Detailed routing</th></tr>
<tr><td>Total inserted antenna cells</td><td>0</td></tr>
<tr><td>Average routed wire per standard cell</td><td>approximately 11 µm</td></tr>
<tr><td>Via Count</td><td>~1000</td></tr>
<tr><td>Number of DRC violations after detailed-routing iteration 0</td><td>39</td></tr>
<tr><td>DRC</td><td>0</td></tr>
<tr><td>DRT Wirelength</td><td>2820 µm</td></tr>
<tr><td>Via-to-Cell Ratio</td><td>4.04</td></tr>
<tr><td>First-pass iteration count of the detailed router</td><td>4</td></tr>
<tr><td>Number of antenna-violating nets in the routed design</td><td>0</td></tr>
<tr><th colspan="2">Setup path</th></tr>
<tr><td>Worst Setup Path Type</td><td>reg2reg</td></tr>
<tr><td>Register-to-Register Path Depth</td><td>6</td></tr>
<tr><td>Worst R2R Setup Slack</td><td>1.09 ns</td></tr>
<tr><td>Kind of end point of the critical path</td><td>register</td></tr>
<tr><td>Launching element type of the critical path</td><td>register</td></tr>
<tr><td>Max FO, Critical Path</td><td>11</td></tr>
<tr><td>Critical Path AT</td><td>2.57 ns</td></tr>
<tr><td>Crit Reg-Reg Startpoint</td><td>current_sampling_count[0]</td></tr>
<tr><td>Required time of the worst setup path</td><td>between 3 and 4 ns</td></tr>
<tr><td>Reg-to-reg endpoint</td><td>current_bit_count[0]</td></tr>
<tr><th colspan="2">Finish</th></tr>
<tr><td>Final Core Density</td><td>0.232</td></tr>
<tr><td>Fraction of final layout cells sized beyond drive strength 1</td><td>0.122</td></tr>
<tr><td>Number of fill cells</td><td>799</td></tr>
<tr><td>Filler-free cell count of the finished design</td><td>250</td></tr>
<tr><td>Area delta synth-&gt;final</td><td>23.1%</td></tr>
<tr><td>Design Area, Final</td><td>about 1800 µm²</td></tr>
<tr><th colspan="2">GRT</th></tr>
<tr><td>Global routing usage summed across all routing layers</td><td>0.0498</td></tr>
<tr><td>First-pass GRT wire length</td><td>just under 5000 µm</td></tr>
<tr><td>Via count of the first global-routing pass</td><td>1036</td></tr>
<tr><td>Antenna violations before repair</td><td>0</td></tr>
<tr><td>Largest net degree at the start of global routing</td><td>30</td></tr>
<tr><td>Grt ovf</td><td>0</td></tr>
<tr><th colspan="2">Final timing</th></tr>
<tr><td>Worst Max-Slew Pin Slew</td><td>0.616 ns</td></tr>
<tr><td>RSZ-0062 raised after global routing</td><td>false</td></tr>
<tr><td>Final setup violation count</td><td>0</td></tr>
<tr><td>Hold violation count in the final report</td><td>0</td></tr>
<tr><td>Highest Clock Rate</td><td>415 MHz</td></tr>
<tr><td>Period minus WS final</td><td>2.41 ns</td></tr>
<tr><td>Largest clock skew in the final design</td><td>0.00485 ns</td></tr>
<tr><td>Hold slack</td><td>0.494 ns</td></tr>
<tr><td>Number of slew-limit violations in the final report</td><td>0</td></tr>
<tr><td>Aggregate negative setup slack</td><td>0 ns</td></tr>
<tr><td>Max-slew headroom</td><td>0.587</td></tr>
<tr><td>Part of the cycle the worst path needs</td><td>0.689</td></tr>
<tr><th colspan="2">Placed design</th></tr>
<tr><td>Final RePlAce weighted congestion</td><td>around 0.80</td></tr>
<tr><td>Count of placed standard cells including taps</td><td>243</td></tr>
<tr><td>HPWL after detailed placement</td><td>2040 µm</td></tr>
<tr><td>Tally of buffers added on design ports</td><td>12</td></tr>
<tr><td>Area after DPL</td><td>1690 µm²</td></tr>
<tr><th colspan="2">Power</th></tr>
<tr><td>Total leakage power</td><td>0.715 nW</td></tr>
<tr><td>Maximum resistive drop on vdd</td><td>170 µV</td></tr>
<tr><td>Power density over cell area</td><td>354 nW/µm²</td></tr>
<tr><th colspan="2">Logic synthesis</th></tr>
<tr><td>Synthesis warning total</td><td>0</td></tr>
<tr><td>Prevailing post-synth register cell</td><td>dfrtp_1</td></tr>
<tr><td>Cell count after synthesis</td><td>130</td></tr>
<tr><td>Total cell area reported by yosys after synthesis</td><td>roughly 1400 µm²</td></tr>
<tr><td>Ys async rst share</td><td>1.00</td></tr>
<tr><td>Post-synthesis sequential element count</td><td>29</td></tr>
<tr><td>Sequential share of the synthesized area</td><td>0.506</td></tr>
<tr><td>Area fraction of the dominant cell type after synthesis</td><td>0.469</td></tr>
<tr><td>Synthesized area</td><td>1440 µm²</td></tr>
<tr><td>Number of distinct library cells after synthesis</td><td>approximately 42</td></tr>
<tr><td>Count of flip-flops with a built-in enable after synthesis</td><td>0</td></tr>
<tr><td>Top cells by count</td><td>27 x dfrtp_1, 14 x nor2_1, 9 x inv_1, 9 x nand2_1, 8 x a22o_1</td></tr>
<tr><td>Total cells reported by yosys after synthesis</td><td>about 130</td></tr>
<tr><td>Leading post-synthesis cells by cell area</td><td>dfrtp_1 47%, a22o_1 4.9%, dfstp_2 3.6%</td></tr>
<tr><td>Most numerous cell in the Yosys netlist</td><td>dfrtp_1</td></tr>
<tr><td>Average size of a mapped cell</td><td>11.1 µm²</td></tr>
<tr><td>Leading area contributor after synthesis</td><td>dfrtp_1</td></tr>
<tr><th colspan="2">Floorplan</th></tr>
<tr><td>I/O Pins</td><td>13</td></tr>
<tr><td>Die Footprint</td><td>~12000 µm²</td></tr>
<tr><td>Die Ht</td><td>roughly 110 µm</td></tr>
<tr><td>Horizontal die dimension</td><td>108 µm</td></tr>
<tr><td>Pre-Place Util</td><td>0.188</td></tr>
<tr><td>Number of standard-cell rows in the floorplan</td><td>32</td></tr>
<tr><td>Core outline area</td><td>7650 µm²</td></tr>
<tr><th colspan="2">CTS</th></tr>
<tr><td>Max Root-Sink Buffers</td><td>2</td></tr>
<tr><td>Clock network latency to the later pin of the worst-skew pair</td><td>between 0.2 and 0.3 ns</td></tr>
<tr><td>Total CTS buffers</td><td>5</td></tr>
<tr><td>Clock net sink count</td><td>29</td></tr>
<tr><td>Gates resized, CTS repair</td><td>0</td></tr>
<tr><td># Post-CTS Setup Buffers</td><td>0</td></tr>
<tr><td>H-tree depth reported by CTS</td><td>2</td></tr>
<tr><td>TritonCTS clock tree</td><td>built</td></tr>
<tr><td>Library cell used as clock root buffer</td><td>clkbuf_8</td></tr>
<tr><td>Clock slew at reported path FFs</td><td>0.06 ns</td></tr>
<tr><td>Cts hold-fix bufs</td><td>0</td></tr>
<tr><th colspan="2">Worst hold path</th></tr>
<tr><td>Worst Hold Launch</td><td>current_tx_reg_val[6]</td></tr>
<tr><td>Hold Crit Class</td><td>reg2reg</td></tr>
<tr><td>Hold Path Depth</td><td>1</td></tr>
<tr><td>End point of the worst hold path</td><td>current_tx_reg_val[6]</td></tr>
<tr><th colspan="2">Run</th></tr>
<tr><td>Max Cap Viol</td><td>0</td></tr>
<tr><td>Tally of OpenROAD warnings</td><td>27</td></tr>
</table>
[critical path, cell delays in order, from the launching register on]
cell,delay (ns)
dfrtp_1,0.41
inv_1,0.07
ha_1,0.13
or4b_4,0.50
nor3_2,0.54
a21o_1,0.29
mux2_2,0.35
[sequential cells by signal (all words and copies together) (netlist names)]
name	flops
current_sampling_count	11
current_tx_reg_val	8
current_bit_count	4
current_state	4
tx_done	1
tx_out	1
[routing by layer]
layer / track usage / vias up / part of all wire
li1: - / 506 / -
met1: 0.0732 / 483 / 0.50
met2: 0.0746 / 16 / 0.44
met3: 0.0108 / 5 / 0.037
met4: 0.00954 / 0 / 0.022
met5: 0 / - / 0
[placed cells by master, fill, tap and decap left out, types with 2 or more instances in the layout]
cell              n
inv_1             9
clkbuf_8          6
nor2_1           14
nand2_1           9
mux2i_1           2
dfstp_2           2
mux4_2            2
o21ai_0           2
nor3b_1           2
nor3_1            3
buf_4             2
xor2_1            5
a22o_1            8
nand3_1           6
xnor2_1           4
clkdlybuf4s50_1  12
ha_1              4
nand4_1           5
dfrtp_1          27
[logic make-up (layout without fill, tap and decap cells)]
kind of cell / count (synthesis) / after routing / synth area share
adders and majority gates: 4 / 4 / 0.0348
buffers and inverters: 12 / 30 / 0.0347
DFF: 29 / 29 / 0.506
AOI/OAI and AO/OA: 22 / 22 / 0.136
muxes: 5 / 5 / 0.0530
and+or+nand+nor: 49 / 49 / 0.181
xor gates and xnor gates: 9 / 9 / 0.0547
[how the worst max path moves through the flow]
stage,from,endpoint,slack (ns),depth (start not counted)
after CTS,current_sampling_count[0],current_bit_count[0],1.11,6
after global routing,current_sampling_count[0],current_bit_count[0],0.95,6
final,current_sampling_count[0],current_bit_count[0],1.09,6
[metrics by stage]
step           setup slack [ns]  power [mW]
6_report                   1.09       0.628
5_1_grt                   0.950       0.657
4_1_cts                    1.11       0.636
3_5_place_dp               1.12       0.361
3_3_place_gp               1.17       0.361
2_1_floorplan              1.53       0.342
[power breakdown]
group	switching, mW	internal, mW
logic	0.00859	0.0108
registers	0.000000000000000129	0.336
clock network	0.118	0.156
total	0.126	0.502
[final cells by class]
type | count | area, µm² | share of cell area
timing repair buffer | 14 | 135 | 0.0762
multi-input combinational | 89 | 662 | 0.373
sequential | 29 | 728 | 0.411
tap | 102 | 128 | 0.0720
inverter | 9 | 33.8 | 0.0191
clock buffer | 7 | 86.3 | 0.0487
Power figures rest on the tool's default switching activity, not on a simulated workload.
